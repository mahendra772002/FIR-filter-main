### flow/config.mk
export PLATFORM = sky130hd
export DESIGN_NAME = combined
export DESIGN_NICKNAME = combined
export VERILOG_FILES = /design/flow/design.v
export SDC_FILE = /design/flow/constraint.sdc
export NUM_CORES = 4
export LEC_CHECK = 1
export CORE_UTILIZATION = 30
### flow/run.sh
#!/bin/bash
# OpenROAD 26Q1-2900-gdf79404cd8, Yosys 0.63+post, stock flow scripts
make -C /OpenROAD-flow-scripts/flow DESIGN_CONFIG=/design/flow/config.mk WORK_HOME=/design/flow/orfs finish
### flow/constraint.sdc
current_design combined

set clk_period 12.4
set clk_io_pct 0.2

create_clock -name clk0 -period $clk_period [get_ports {clk}]

set non_clock_inputs [all_inputs -no_clocks]
set_input_delay [expr $clk_period * $clk_io_pct] -clock clk0 $non_clock_inputs
set_output_delay [expr $clk_period * $clk_io_pct] -clock clk0 [all_outputs]
### flow/design.v
`timescale 1ns / 1ps
module BandPass (  clk , in , out );
input clk;
input signed [15:0] in;
output signed [15:0] out;
reg [15:0] reg1 = 0, reg2 = 0, reg3 = 0;
always @(posedge clk)
begin
    reg1 <= in;
    reg2 <= reg1;
    reg3 <= reg2;
end
assign out = reg1 - reg3;
endmodule
`timescale 1ns / 1ps
module HighPass (  clk , in , out );
input clk;
input signed [15:0] in;
output signed [15:0] out;
reg [15:0] reg1 = 0, reg2 = 0;
always @(posedge clk)
begin
    reg1 <= in;
    reg2 <= reg1;
end
assign out = reg1 - reg2;
endmodule
`timescale 1ns / 1ps
module LowPass (  clk , in , out );
input clk;
input signed [15:0] in;
output signed [15:0] out;
reg [15:0] reg1 = 0, reg2 = 0;
always @(posedge clk)
begin
    reg1 <= in;
    reg2 <= reg1;
end
assign out = reg1 + reg2;
endmodule
`timescale 1ns / 1ps
module MovingAverage (  clk , in , out );
input clk;
input signed [15:0] in;
output signed [15:0] out;
reg [15:0] reg1 = 0, reg2 = 0, reg3 = 0, reg4 = 0;
always @(posedge clk)
begin
    reg1 <= in;
    reg2 <= reg1;
    reg3 <= reg2;
    reg4 <= reg3;
end
assign out = (reg1 + reg2 + reg3 + reg4) >>> 2;
endmodule
`timescale 1ns / 1ps
module combined( in , clk, LP_out, HP_out, BP_out, MA_out );
input clk;
input  signed [15:0] in;
output signed [15:0] LP_out;
output signed [15:0] HP_out;
output signed [15:0] BP_out;
output signed [15:0] MA_out;
LowPass LP ( clk, in, LP_out );
HighPass HP ( clk, in, HP_out );
BandPass BP ( clk, in, BP_out );
MovingAverage MA ( clk, in, MA_out );
endmodule
==> CHANGELOG.md <==
### Physical design

- Pwr per Cell Area: 155 nW/um^2
- Chip Area, Yosys: 4790 sq um
- CTS tree: done
- Status: finished, final reports clean
- Global-route wire length before repair: 18300 um
- Worst setup EP type: primary output
- Slew Viols, Final: 0
- Fin Setup TNS: 0 ns
- OpenROAD warning count: 40
- Area of the core: 15400 sq um
- Async SR Flop Fraction: 0%
- Worst Reg-to-Reg Cells: 0
- Worst EP arrival: 5.13 ns
- Final ANT Viol Nets: 0
- Critical path, cell by cell: ha_1, fa_1, nor2b_1, o21a_1, o21bai_1, a21oi_1, a21oi_1, mux2i_1, and2_1, fa_1, inv_1, ha_1, a21o_1, a21oi_1, and2_1, o211ai_1, a31o_2, a21oi_1, xnor2_1, clkdlybuf4s50_1
- Mean Syn Cell Area: 8.48 sq um
- Buffers and inverters on the worst path: 2
- Max-cap violations: 0
- DIE WIDTH: 128 um
- Startpoint types: flop
- Dominant Register Cell: dfxtp_1
- Filler Cell Count: 1436
- CP delay by family, top: AND-OR/OR-AND gates
- Fmax: 131 MHz
- Critical-path top delay cell: fa_1
- Largest fanout on the critical path: 4
- P_leak: 2.84 nW
- DP HPWL: 8970 um
- Relative slew slack: 53.9%
- Vias post-DR: 3893
- Critical path depth: 20
- CP required: 9.92 ns
- # clock sinks: 64
- Diode count: 0
- Storage cell area: 1280 sq um
- Worst-Margin Slew: 0.681 ns
- Initial antenna violation count: 0
- H-tree Lvls: 3
- Largest net degree at the start of global routing: 16
- Total global routing overflow: 0
- Cell mode on critical path: a21oi_1
- Post-Synthesis Cells: 565
- Ys flops: 64
- Layout cells sized above 1: 3.56%
- Post CTS Setup Buffer Count: 0
- Clk latency late pin: 0.33 ns
- Vias per cell: 4.54
- Die height: 128 um
- Post-Syn Area: 4790 sq um
- Largest stage delay on the critical path: 0.55 ns
- Crit Path Class: flop to primary output
- Hold Crit Class: flop to flop
- GRT Total Usage: 14.3%
- Chip area: 16500 sq um
- WL/cell: 12.7 um
- Dpl ws: 5.12 ns
- FP Core Util: 31.2%
- Layout area overhead: 27.1%
- RePlAce Congestion: 0.914
- Sequential share of the synthesized area: 26.7%
- VDD IR-drop max: 0.0663 mV
- Final wirelength: 10900 um
- Final setup vio count: 0
- CTS hold repair buffers: 0
- Root buf cell: clkbuf_16
- Num CTS Buffers: 9
- Yosys cell types: 61
- CTS Buffer Depth: 2
- DRT iter0 DRCs: 207
- Drt pass-1 iters: 4
- Ports: 81
- RSZ-0062 raised after global routing: no
- Crit path time final: 7.61 ns
- Endpoints failing hold: 0
- Clock Skews: 0.00578 ns
- Final period util: 61.3%
- Row cnt: 45
- Hold Path Stages: 0
- Port Buf Inserts: 78
- # Cells Yosys: 565
- Clock transition at path regs: 0.06 ns
- Vias in the first global route: 3770
- Post-route setup slack: 4.79 ns
- Yosys warns: 4
- Logic area: 3070 sq um
- Flip-flops with a built-in enable: 0
- DRC errors left: 0
- Post-cts resize count: 0
==> through the flow <==
| step | power (mW) | hold slack, ns | cells | util, % | instance area (sq um) |
|---|---|---|---|---|---|
| floorplan | 0.471 | 0.331 | 566 | - | 4800 |
| global placement | 0.680 | 0.332 | 841 | 37.6 | 5770 |
| detailed placement | 0.684 | 0.337 | 841 | 37.6 | 5770 |
| CTS | 0.959 | 0.349 | 857 | 39.7 | 6090 |
| global route | 1.02 | 0.352 | 857 | 39.7 | 6090 |
| finish | 0.945 | 0.349 | 857 | 39.7 | 6090 |
==> layout by cell type (no fill, tap or decap), types with 4 or more instances in the layout <==
master	Yosys	layout
dfxtp_1	64	64
nor2b_1	12	12
nand2_1	14	14
a21oi_1	40	40
ha_1	59	59
a21o_1	7	7
nand4_1	4	4
xor2_1	13	13
fa_1	18	18
or3_1	4	4
nand2b_1	5	5
o21a_1	9	9
inv_1	98	98
a21boi_0	5	5
o21ai_0	16	16
clkbuf_16	0	9
mux2i_1	5	5
clkdlybuf4s50_1	0	78
nand3_1	8	8
o21bai_1	7	7
nor3_1	18	18
nor4_1	9	9
nor2_1	47	47
xnor2_1	32	32
==> cells in the mapped netlist (3+ instances only) <==
master / n / area share [%]
a211o_1: 3 / 0.55
a21boi_0: 5 / 0.78
a21o_1: 7 / 1.1
a21oi_1: 40 / 4.2
a31oi_1: 3 / 0.39
and2_1: 3 / 0.39
and3_1: 3 / 0.39
buf_2: 4 / 0.42
buf_4: 3 / 0.47
clkbuf_1: 7 / 0.55
dfxtp_1: 64 / 27
fa_1: 18 / 7.5
ha_1: 59 / 15
inv_1: 98 / 7.7
mux2i_1: 5 / 1.0
nand2_1: 14 / 1.1
nand2b_1: 5 / 0.65
nand3_1: 8 / 0.84
nand4_1: 4 / 0.52
nor2_1: 47 / 3.7
nor2b_1: 12 / 1.6
nor3_1: 18 / 1.9
nor3b_1: 3 / 0.47
nor4_1: 9 / 1.2
o21a_1: 9 / 1.4
o21ai_0: 16 / 1.7
o21bai_1: 7 / 1.1
or3_1: 4 / 0.52
or4_1: 3 / 0.47
xnor2_1: 32 / 5.8
xor2_1: 13 / 2.4
==> layer usage <==
layer	vias to the layer above	global-route usage [%]	share of wire [%]
met5	-	0	0
li1	2059	-	-
met1	1742	23.2	52
met3	10	1.95	3.5
met2	82	20.4	43
met4	0	3.11	1.6
==> cells by family after synthesis <==
family,count (synthesis),synth area share [%]
multiplexers,5,1.04
adder cells (fa/ha/maj),77,22.9
AND-OR/OR-AND,118,16.4
flip-flops,64,26.7
buffers and inverters,114,9.27
XOR/XNOR,46,8.69
other,1,0.0782
AND/OR/NAND/NOR,140,14.8
==> sequential cells by signal (all words and copies together) (netlist names) <==
signal and flops:
MA.reg1 16, MA.reg2 16, MA.reg3 16, MA.reg4 16
==> power breakdown <==
group	leakage [nW]	internal [mW]	switching (mW)
Combinational	2.14	0.261	0.190
Clock	0.159	0.176	0.0926
Sequential	0.540	0.217	0.00851
Total	2.84	0.654	0.291
==> layout make-up <==
| cell class | instances | area share, % |
|---|---|---|
| Inverter | 100 | 6.16 |
| Tap cell | 211 | 4.33 |
| Sequential cell | 64 | 21.0 |
| Multi-Input combinational cell | 388 | 50.4 |
| Clock buffer | 9 | 3.70 |
| Clock inverter | 7 | 1.58 |
| Timing Repair Buffer | 78 | 12.8 |
==> worst paths after layout <==
check / start / end / slack (ns)
hold reg to reg: MA.reg3[4] / MA.reg4[4] / 0.35
setup reg to reg: MA.reg1[1] / MA.reg2[1] / 11.86
setup / recovery: MA.reg2[0] / MA_out[12] / 4.79
hold / removal: MA.reg3[4] / MA.reg4[4] / 0.35
Power is estimated from default activity; no workload was simulated.
